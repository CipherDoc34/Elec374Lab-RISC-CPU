File: /design/flow/config.mk
export PLATFORM = sky130hd
export DESIGN_NAME = reg0
export DESIGN_NICKNAME = reg0
export VERILOG_FILES = /design/flow/design.v
export SDC_FILE = /design/flow/constraint.sdc
export NUM_CORES = 4
export LEC_CHECK = 1
export CORE_UTILIZATION = 30
File: /design/flow/constraint.sdc
current_design reg0

set clk_period 1.0
set clk_io_pct 0.2

create_clock -name clk0 -period $clk_period [get_ports {clock}]

set non_clock_inputs [all_inputs -no_clocks]
set_input_delay [expr $clk_period * $clk_io_pct] -clock clk0 $non_clock_inputs
set_output_delay [expr $clk_period * $clk_io_pct] -clock clk0 [all_outputs]
File: /design/flow/design.v
module reg0 (input clear, clock, enable, BAout,
	input [31:0]BusMuxOut,
	output wire [31:0]BusMuxIn
);
wire [31:0]q;
register R0(clear, clock, enable, BusMuxOut, q);
assign BusMuxIn = q & {32{!BAout}};
endmodule
module register #(parameter DATA_WIDTH_IN = 32, DATA_WIDTH_OUT = 32, INIT = 32'h0)(
	input clear, clock, enable, 
	input [DATA_WIDTH_IN-1:0]BusMuxOut,
	output wire [DATA_WIDTH_OUT-1:0]BusMuxIn
);
reg [DATA_WIDTH_IN-1:0]q;
initial q = INIT;
always @ (posedge clock)
		begin 
			if (clear) begin
				q <= {DATA_WIDTH_IN{1'b0}};
			end
			else if (enable) begin
				q <= BusMuxOut;
			end
		end
	assign BusMuxIn = q[DATA_WIDTH_OUT-1:0];
endmodule
File: /design/flow/run.sh
#!/bin/bash
# OpenROAD 26Q1-2900-gdf79404cd8, Yosys 0.63+post, stock flow scripts
make -C /OpenROAD-flow-scripts/flow DESIGN_CONFIG=/design/flow/config.mk WORK_HOME=/design/flow/orfs finish
==> impl_metrics.yaml <==
# generated from flow reports
outcome:
  status: "finished with violations"
  violations: "negative setup slack"
timing:
  tightest_slew_ps: 186.3
  fin_crit_ps: 1025
  clock_skew_ps: 0
  hold_viol: 0
  slew_headroom_pct: 87.58
  finalCritPeriodShare_pct: 102.5
  rsz0062_at_grt: "true"
  setup_violations: 30
  slew_violations: 0
  fmax_ghz: 0.9756
  fin_ws_ps: -25.02
routing:
  vias: 1160
  num_antenna_cells: 0
  drt_iter0_drc: 49
  vias_per_cell: 4.361
  drc: 0
  detail-route-antenna-nets: 0
  drt_pass1_iterations: 4
  routedWlPerCell_um: 11.76
  wirelength_mm: 3.129
pwr:
  comb_power_share_pct: 17.9
  p_sw_share_pct: 22.27
  power_switching_uw: 650.2
  powerDensity_nw_per_um2: 1278
  power.share.clock_pct: 34.1
  p_leak_uw: 0.001063
  p_int_uw: 2269
  vdd_drop_max_v: 0.0008565
  seqPwrFrac_pct: 48.0
grt:
  grt_use_total_pct: 13.56
  antenna_found_initial: 0
  grt_pass1_wl_mm: 5.333
  grt_pass1_vias: 1217
  gr-total-overflow: 0
  grt_max_degree: 33
clock_tree:
  clockBufferDepth: 2
  cts_num_sinks: 32
  cts_tree: "built"
  path_clk_slew_ps: 60
  cts-htree-levels: 2
  clock_latency_ps: 270
  root_buffer: "clkbuf_8"
  cts-buffers-inserted: 5
floorplanning:
  io_pins: 68
  die_area_um2: 4871
  fp-row-count: 24
  core_area_um2: 4384
  die_h_um: 69.80
  fp_util_pct: 31.45
  die_w_um: 69.80
synthesis:
  ys_cells: 138
  ys_chip_area_um2: 1379
  yosysSeqAreaShare_pct: 46.46
  synth_top_cell_by_area: "dfxtp_1"
  syn_area_per_cell_um2: 9.991
  topCellsByArea: "dfxtp_1 46%, mux2i_1 23%, nor2b_1 15%"
  synthCells: 138
  synth_flops: 32
  top_cell_area_share_pct: 46.46
  yosysUniqueCellTypes: 8
  synth_area_um2: 1379
  ys.warnings.count: 1
layout:
  largest_register: "R0.q"
  syn2layout_area_growth_pct: 65.70
  largest_reg_flops: 32
  mostFrequentLayoutCell: "buf_2"
  layout-drive-gt1-share_pct: 49.07
  final_cell_mix: "34 x buf_2, 33 x clkdlybuf4s50_1, 32 x dfxtp_2, 32 x mux2i_1, 32 x nor2_1"
  top_regs: "R0.q (32)"
  fin_util_pct: 52.11
worst_setup_path:
  crit_type: "reg -> out"
  critPathMaxStageDelay_ps: 320
  path_max_fanout: 2
  worstPathCellList: "nor2b_2, buf_2"
  start_kind: "register"
  slowest_stage: "dfxtp_2"
  cp.arrival_ps: 830
  critPathCaptureType: "output pin"
  crit_required_ps: 800
  critPathBufInv: 1
  crit_family: "flip-flops"
job:
  cap_violations: 0
  warnings: 27
placed_design:
  port_buffers: 67
  dp_slack_ps: -646.9
  gp_congestion: 0.7476
  hpwl_mm: 1.943
min_path:
  min_path_type: "in -> reg"
[path summary, 6_finish.rpt]
kind / slack [ps] / start / endpoint / cells past startpoint
setup / recovery: -30 / R0.q[2] / BusMuxIn[2] / 2
hold / removal: 290 / enable / R0.q[31] / 3
setup reg to reg: 280 / R0.q[5] / R0.q[5] / 3
hold reg to reg: 480 / R0.q[18] / R0.q[18] / 2
[routing by layer]
metal	routed length (µm)	GRT usage (%)	up-vias
met4	57	2.222	0
met2	1392	20.94	44
met5	0	0	-
li1	-	-	592
met3	216	3.540	7
met1	1463	19.94	517
[worst register-to-register path, delay by kind of cell (launching register included)]
kind / cells / cell delay (ps)
buffers and inverters: 1 / 120
DFF: 1 / 320
muxes: 1 / 120
and+or+nand+nor: 1 / 60
[layout make-up]
| class | instances | area [µm²] |
|---|---|---|
| fill | 379 | 2100 |
| multi-input combinational | 96 | 795.8 |
| sequential | 32 | 680.7 |
| timing repair buffer | 78 | 653.1 |
| clock buffer | 8 | 90.09 |
| tap | 52 | 65.06 |
[power by group through the flow]
stage | registers, µW | logic (µW) | clock network, µW
final | 1400 | 523 | 995
after global routing | 1410 | 571 | 1090
after CTS | 1400 | 492 | 1030
[metrics by stage]
stage / total power [µW] / setup TNS [ps] / hold slack [ps] / instance area [µm²] / std cells
after floorplan: 1623 / 0 / 272.4 / 1379 / 138
after global placement: 1893 / -22470 / 465.5 / 2115 / 254
after detailed placement: 1900 / -22500 / 472.4 / 2115 / 254
after CTS: 2921 / -687.7 / 276.2 / 2182 / 264
after global routing: 3066 / -1510 / 335.6 / 2285 / 266
final: 2919 / -240.0 / 285.3 / 2285 / 266
[timing repair]
| action | in CTS | in global routing |
|---|---|---|
| pin swaps | 0 | 0 |
| gates resized | 144 | 17 |
| gates cloned | 1 | 0 |
| buffers inserted | 1 | 2 |
| hold buffers | 0 | 0 |
| setup endpoints to repair | 32 | 32 |
[cell families after synthesis]
| kind of cell | count (synthesis) | share of synthesized area (%) |
|---|---|---|
| muxes | 32 | 23.23 |
| and+or+nand+nor | 64 | 23.23 |
| DFF | 32 | 46.46 |
| buffers and inverters | 10 | 7.078 |
[synthesized netlist by cell type]
master    instances
clkbuf_1          3
nor2b_1          32
mux2i_1          32
buf_6             1
nor2_1           32
buf_12            3
dfxtp_1          32
buf_2             3
Power and IR drop assume default switching activity.
