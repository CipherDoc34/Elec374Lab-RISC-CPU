$ cat config.mk
export PLATFORM = sky130hd
export DESIGN_NAME = ZMux
export DESIGN_NICKNAME = ZMux
export VERILOG_FILES = /design/flow/design.v
export SDC_FILE = /design/flow/constraint.sdc
export NUM_CORES = 4
export LEC_CHECK = 1
export CORE_AREA = 10 10 111 111
export DIE_AREA = 0 0 121 121
$ cat constraint.sdc
current_design ZMux

set clk_period 1.0
set clk_io_pct 0.2

create_clock -name clk0 -period $clk_period [get_ports {ZMuxEnable}]

set non_clock_inputs [all_inputs -no_clocks]
set_input_delay [expr $clk_period * $clk_io_pct] -clock clk0 $non_clock_inputs
set_output_delay [expr $clk_period * $clk_io_pct] -clock clk0 [all_outputs]
$ cat design.v
module ZMux(
	input [63:0] ZMuxIn,
	input ZSelect,  
	input ZMuxEnable,
	output wire [31:0]BusMuxOut
);
reg [31:0]Zout;
always @ (posedge	ZMuxEnable) begin
if (ZMuxEnable) begin
	if (ZSelect) begin
		Zout = ZMuxIn[63:32];
	end
	else begin
		Zout = ZMuxIn[31:0];
	end
end
end
assign BusMuxOut = Zout;
endmodule
$ cat run.sh
#!/bin/bash
# OpenROAD 26Q1-2900-gdf79404cd8, Yosys 0.63+post, stock flow scripts
make -C /OpenROAD-flow-scripts/flow DESIGN_CONFIG=/design/flow/config.mk WORK_HOME=/design/flow/orfs finish
==> out/metrics.yaml <==
grt:
  antenna_found_initial: 0
  grt_overflow: 0
  grtUsageTotal: 0.0491
  grt_pass1_vias: 971
  grt_pass1_wl_um: 5590
  grt_max_degree: 20
synthesis:
  avgSynthCellArea_um2: 17.4
  top_cell_area_share: 0.541
  synth_warnings: 1
  yosysTopAreaCell: "dfxtp_1"
  yosys-top-cells-area: "dfxtp_1 54%, mux2_4 38%, buf_12 5.1%"
  netlist_instances: 68
  synth_cell_types: 5
  ys_area_um2: 1180
  syn-cell-area_um2: 1180
  ys.flops: 32
  yosysCellCount: 68
  yosysSeqAreaShare: 0.541
route:
  avgRoutedWirePerCell_um: 12.7
  antenna-diode-count: 0
  drt_pass1_iterations: 2
  postRouteAntennaNets: 0
  drc: 0
  vias: 898
  detail_route.vias_per_cell: 2.96
  wl_um: 3840
  drt_iter0_drc: 18
cells_and_area:
  area_delta_synth_final_pct: 91.8
  finalInstanceArea_um2: 2270
  stdcell_count: 303
  fin_util: 0.230
  final_common_cell: "clkdlybuf4s50_1"
  layout_top_cells: "64 x clkdlybuf4s50_1, 30 x mux2_4, 17 x dfxtp_1, 15 x dfxtp_2, 15 x clkbuf_2"
  fill_cells: 1041
  drive_gt1_frac: 0.459
  largest_reg_flops: 32
floorplan:
  die_h_um: 121
  die_area_um2: 14600
  fp.dieW_um: 121
  row_count: 36
  io_pins: 98
  initCoreUtil: 0.120
  core_um2: 9860
placement:
  place_inst: 296
  place.gp.congestion: 0.759
  port-buffer-count: 97
  placed_cell_area_um2: 2290
  hpwl_um: 3170
hold_path:
  hp-class: "in -> reg"
worst_setup_path:
  arrival_ns: 0.75
  cpPeakStageDelay_ns: 0.31
  path_delay_family: "flip-flops"
  critPathBufInv: 1
  crit_type: "reg -> out"
  start_kind: "flop"
  crit_chain: "clkdlybuf4s15_1"
  required_ns: 0.80
  worstPathMaxFanout: 1
  slowest_stage: "dfxtp_1"
  crit_path_end_kind: "output pin"
cts:
  clkSinkCount: 32
  cts_tree: "built"
  post-cts-setup-buffer-count: 0
  cts.htree.levels: 2
  clock_path_buffers: 2
  cts_buffers: 5
  path_clk_slew_ns: 0.07
  cts-root-buf: "clkbuf_8"
sta:
  slew_headroom: 0.887
  max_freq_ghz: 1.05
  setup_violations: 0
  fin_crit_ns: 0.951
  drv_slew: 0
  final_hold_viol_count: 0
  rsz0062_at_grt: "false"
  period_used_share: 0.951
  worstMarginPinSlew_ns: 0.169
flow_run:
  log.warning_count: 25
  max_cap_viol_count: 0
pwr:
  vdd_drop_max_mv: 0.427
  power.density_nw_per_um2: 1290
  leakage_nw: 0.974
status:
  status: "completed"
-- through the flow --
stage                     setup TNS [ns]  total power, mW  setup WS, ns  hold slack (ns)
after floorplan                        0             1.62         0.138            0.343
after global placement            -0.110             2.10       -0.0469            0.694
after detailed placement         -0.0773             2.10       -0.0378            0.699
after CTS                              0             3.06      0.000474            0.399
after global routing                   0             3.13      0.000536            0.407
final                                  0             2.93        0.0491            0.403
-- repair_timing --
action | 4_1_cts | 5_1_grt
hold buffers | 0 | 0
gates resized | 83 | 24
setup endpoints to repair | 32 | 18
-- kinds of logic (layout without fill, tap and decap cells) --
kind of cell,after synthesis,count (layout),share of synthesized area
flops,32,32,0.541
mux,32,32,0.399
buf+inv,4,106,0.0602
-- final timing paths --
kind / from / to / slack (ns) / cells past startpoint
hold / removal: ZSelect / Zout[18]$_DFF_P_ / 0.40 / 3
setup / recovery: Zout[5]$_DFF_P_ / BusMuxOut[5] / 0.05 / 1
-- where the power goes --
| part | switching (mW) | leakage, nW | internal, mW |
|---|---|---|---|
| Sequential | 0.0244 | 0.270 | 1.39 |
| Combinational | 0.114 | 0.663 | 0.457 |
| Clock | 0.479 | 0.0410 | 0.473 |
| Total | 0.617 | 0.974 | 2.32 |
-- layout make-up --
cell class / count / area [um2] / area share
timing repair buffer: 99 / 896 / 0.394
sequential: 32 / 659 / 0.290
multi-input combinational: 32 / 473 / 0.208
tap: 133 / 166 / 0.0732
clock buffer: 6 / 72.6 / 0.0319
clock inverter: 1 / 5.00 / 0.00220
-- cell usage after synthesis (all sizes together) --
master,n
mux2,32
buf,4
dfxtp,32
-- tightest hold or removal path: stages --
cell and delay (ns):
buf_2 0.13, buf_12 0.16, mux2_4 0.16
-- layer usage --
metal | vias to the layer above | global-route usage | routed length, um
met3 | 4 | 0.0288 | 513
met1 | 400 | 0.0582 | 1620
met2 | 60 | 0.0779 | 1670
met4 | 0 | 0.00452 | 29
li1 | 434 | - | -
met5 | - | 0 | 0
Power and IR drop assume default switching activity.
