[run.sh]
#!/bin/bash
# OpenROAD 26Q1-2900-gdf79404cd8, Yosys 0.63+post, stock flow scripts
make -C /OpenROAD-flow-scripts/flow DESIGN_CONFIG=/design/flow/config.mk WORK_HOME=/design/flow/orfs finish
[config.mk]
export PLATFORM = sky130hd
export DESIGN_NAME = SE
export DESIGN_NICKNAME = SE
export VERILOG_FILES = /design/flow/design.v
export SDC_FILE = /design/flow/constraint.sdc
export NUM_CORES = 4
export LEC_CHECK = 1
export CORE_AREA = 10 10 72 72
export DIE_AREA = 0 0 82 82
[constraint.sdc]
current_design SE

set clk_period 4.1
set clk_io_pct 0.2

create_clock -name clk0 -period $clk_period

set non_clock_inputs [all_inputs -no_clocks]
set_input_delay [expr $clk_period * $clk_io_pct] -clock clk0 $non_clock_inputs
set_output_delay [expr $clk_period * $clk_io_pct] -clock clk0 [all_outputs]
[design.v]
module SE(
	input Gra, Grb, Grc, Rin, Rout, BAout,
	input [31:0]IR,
	output [31:0] CSign,
	output wire [16:0]in, out
);
reg [3:0]a, b, c, decode;
reg [15:0]q;
always @ (IR, Gra, Grb, Grc) begin
	a = IR[26:23]; b = IR[22:19]; c = IR[19:15];
	if (Gra) decode = a;
	else if (Grb) decode = b;
	else if (Grc) decode = c;
	case (decode)
		4'h0: q = 16'h1;
		4'h1: q = 16'h2;
		4'h2: q = 16'h4;
		4'h3: q = 16'h8;
		4'h4: q = 16'h10;
		4'h5: q = 16'h20;
		4'h6: q = 16'h40;
		4'h7: q = 16'h80;
		4'h8: q = 16'h100;
		4'h9: q = 16'h200;
		4'ha: q = 16'h400;
		4'hb: q = 16'h800;
		4'hc: q = 16'h1000;
		4'hd: q = 16'h2000;
		4'he: q = 16'h4000;
		4'hf: q = 16'h8000;
	endcase
end
assign in = q & {16{Rin}};
assign out = q & {16{Rout | BAout}};
assign CSign = {{13{IR[18]}}, {IR[18:0]}};
endmodule
==> out/summary.txt <==
Worst setup SP type: input port
Distinct cells, synth: 19
Synthesized cell area: 687 um2
DRC viols: 0
Vias in the first global route: 738
Final wirelength: 2750 um
Switching Share: 43.3%
Hold Path Stages: 0
Hold-fix buffers at CTS: 0
Peak supply drop: 0.0569 mV
Gates resized, CTS repair: 0
Clk pwr share: 0%
Crit-path slowest cell: clkdlybuf4s50_1
Synth warn: 1
Fin Hold WS: 1.64 ns
Post-route antenna net violation count: 0
Worst hold start: IR[10]
Via density: 4.41
Leakage: 0.000356 uW
Met1 WL: 1130 um
Sequential cell area fraction in the yosys report: 0%
N_diodes: 0
Flop count: 0
Period utilization: 89.7%
Metal2 WL: 1350 um
First-pass GRT wire length: 4120 um
Total negative slack: 0 ns
Critical path, cell by cell: clkdlybuf4s50_1 -> mux2i_1 -> o21ai_1 -> buf_4 -> nor4_1 -> clkdlybuf4s50_1
Total congestion overflow: 0
Power Dens Cells: 96.7 nW/um2
Worst path top cell family by delay: buffers and inverters
Dpl hpwl: 2300 um
Crit path DAT: 2.86 ns
RSZ-0062 raised after global routing: no
Cell mode on critical path: clkdlybuf4s50_1
Biggest cell delay along the critical path: 0.60 ns
Hold Fails Final Rpt: 0
Max-Cap Viols: 0
Hold Crit Endpoint: CSign[10]
Rel. slew slack: 65.3%
Die X-Extent: 82 um
Flop pwr share: 0%
CP required: 3.28 ns
Placer congestion estimate: 0.704
Worst Tran Pin Value: 0.521 ns
Pin count of the biggest net entering global routing: 17
# Cells Yosys: 96
Final setup violating endpoints: 0
Pre-CTS setup slack: 0.383 ns
Row cnt: 22
Layout area overhead: 65.9%
Internal power: 62.5 uW
Worst setup slack after layout: 0.423 ns
I/O pin count: 104
Flop area: 0 um2
Status: completed
Routed wl met3: 261 um
Cell count after synthesis: 96
Crit end category: output pin
Initial core utilization: 18.6%
Utilization after layout: 30.9%
Initial antenna violation count: 0
NetSw: 47.8 uW
Worst hold path type: in2out
Highest routed metal layer: met4
Vias: 777
CLK BUF: 0
Worst Path Buf+Inv: 3
Logic pwr share: 100.0%
Slew Viols, Final: 0
PortBufs: 66
Crit Path Category: in2out
Starting DRT DRC Count: 41
Critical Path Fanout Max: 16
DR WL/cell: 15.6 um
Post-CTS Setup Inserts: 0
Total track usage: 7.50%
Tool warnings: 38
Stages on the worst setup path: 6
Chip area in the Yosys report: 687 um2
Fmax: 272 MHz
Final min period: 3.68 ns
Pre-antenna DRT Iters: 4
DIE HEIGHT: 82 um
Core Footprint: 3690 um2
Mean post-synth cell area: 7.16 um2
Chip area: 6720 um2
Share of cells above drive strength 1: 7.81%
power by group through the flow:
stage	logic (uW)	clock network (uW)	registers [uW]
4_1_cts	113	0	0
5_1_grt	122	0	0
6_report	110	0	0
metal layers:
metal | global-route usage, % | vias to the layer above
li1 | - | 400
met1 | 9.81 | 333
met2 | 12.0 | 40
met3 | 2.75 | 4
met4 | 0.680 | 0
met5 | 0 | -
worst max path at each step:
stage         end  slack [ns]  from
5_1_grt   out[11]        0.19   Gra
6_report   out[5]        0.42   Grb
4_1_cts     in[4]        0.38   Grb
cell usage in the layout (no fill, tap or decap):
master	count
mux2i_1	3
o21a_2	1
mux2_2	1
o21a_1	1
nand2_1	3
o22a_1	2
clkdlybuf4s50_1	66
o21ai_1	3
o21bai_1	1
o221ai_2	1
nand2b_1	2
nor4_1	32
conb_1	2
o211ai_1	1
nor2_1	1
buf_4	6
o21a_4	1
inv_1	1
synth_stat cells, drive strengths merged:
| cell type | number | area [um2] |
|---|---|---|
| o21bai | 1 | 7.51 |
| nand2b | 2 | 12.5 |
| nor2 | 1 | 3.75 |
| nand2 | 3 | 11.3 |
| o22a | 2 | 17.5 |
| o221ai | 1 | 15.0 |
| conb | 1 | 3.75 |
| mux2i | 3 | 30.0 |
| inv | 1 | 3.75 |
| o211ai | 1 | 7.51 |
| o21a | 3 | 31.3 |
| mux2 | 1 | 11.3 |
| nor4 | 32 | 200 |
| o21ai | 3 | 15.0 |
| buf | 41 | 317 |
metrics by stage:
step / power, uW / cell area [um2] / std cells
2_1_floorplan: 68.9 / 691 / 97
3_3_place_gp: 111 / 1140 / 176
3_5_place_dp: 113 / 1140 / 176
4_1_cts: 113 / 1140 / 176
5_1_grt: 122 / 1140 / 176
6_report: 110 / 1140 / 176
area by class of cell:
| cell class | instances | area (um2) |
|---|---|---|
| Fill cell | 394 | 2550 |
| Inverter | 1 | 3.75 |
| Timing Repair Buffer | 72 | 706 |
| Multi-Input combinational cell | 55 | 370 |
| Tap cell | 48 | 60.1 |
cells by family after synthesis:
kind of cell / count (synthesis) / synth area share, %
buf+inv: 42 / 46.6
simple gates: 38 / 33.1
compound gates: 11 / 13.7
mux: 4 / 6.01
other cells: 1 / 0.546
Power figures rest on the tool's default switching activity, not on a simulated workload.
